`flow/run.sh`:
```
#!/bin/bash
# OpenROAD 26Q1-2900-gdf79404cd8, Yosys 0.63+post, stock flow scripts
make -C /OpenROAD-flow-scripts/flow DESIGN_CONFIG=/design/flow/config.mk WORK_HOME=/design/flow/orfs finish
```
`flow/constraint.sdc`:
```
current_design top

set clk_period 3.2
set clk_io_pct 0.2

create_clock -name clk0 -period $clk_period

set non_clock_inputs [all_inputs -no_clocks]
set_input_delay [expr $clk_period * $clk_io_pct] -clock clk0 $non_clock_inputs
set_output_delay [expr $clk_period * $clk_io_pct] -clock clk0 [all_outputs]
```
`flow/config.mk`:
```
export PLATFORM = sky130hd
export DESIGN_NAME = top
export DESIGN_NICKNAME = top
export VERILOG_FILES = /design/flow/design.v
export SDC_FILE = /design/flow/constraint.sdc
export NUM_CORES = 4
export LEC_CHECK = 1
export CORE_AREA = 10 10 70 70
export DIE_AREA = 0 0 80 80
export SYNTH_HDL_FRONTEND = slang
```
`flow/design.v`:
```
`timescale 1ns / 1ps
module alu(
    input  logic [3:0]  A,
    input  logic [3:0]  B,
    input  logic [2:0]  shamt,
    output logic [3:0]  S,
    output logic        Z,
    output logic        O,
    output logic        C
);
    localparam ALU_ADD = 3'b000;
    localparam ALU_SUB = 3'b001;
    localparam ALU_NOT = 3'b010;
    localparam ALU_AND = 3'b011;
    localparam ALU_OR  = 3'b100;
    localparam ALU_XOR = 3'b101;
    localparam ALU_SLT = 3'b110;
    localparam ALU_EQU = 3'b111;
    logic [3:0] com_B;
    logic [3:0] sum;
    always_latch begin
        com_B = 4'b1111 ^ B;
        case (shamt)
            ALU_ADD:    {C, S} = A + B;
            ALU_SUB:    {C, S} = A + com_B + 1'b1;
            ALU_NOT:    S = ~A;
            ALU_AND:    S = A & B;
            ALU_OR:     S = A | B;
            ALU_XOR:    S = A ^ B;
            ALU_SLT:    begin
                S = {3'b0, $signed(A) < $signed(B)};
            end
            ALU_EQU:    begin
                sum = A + com_B + 1'b1;
                S = (sum == 4'b0);
            end
        endcase
    end
    assign Z = ~(| S);
    assign O = (S[3] ^ A[3]) & (~shamt[0] ^ A[3] ^ B[3]);
endmodule
`timescale 1ns / 1ps
module top(
    input  logic [3:0]  A,
    input  logic [3:0]  B,
    input  logic [2:0]  shamt,
    output logic [3:0]  S,
    output logic        Z,
    output logic        O,
    output logic        C
);
    alu u_alu (.*);
endmodule
```
==> flow_metrics.env <==
# physical design summary
export IMPL_ys_area_sq_um=722
export IMPL_post_dr_vias_cell=4.34
export IMPL_final_layout_size_suffix_gt1_share_pct=48.7
export IMPL_ys_ff=1
export IMPL_synth_top_cells_by_area="sky130_fd_sc_hd__ha_1 21%, sky130_fd_sc_hd__inv_1 6.8%, sky130_fd_sc_hd__fa_1 5.5%"
export IMPL_grt_max_degree=10
export IMPL_synth_lib_cells_used_distinct=40
export IMPL_timing_hold_worst_path_depth=4
export IMPL_pre_cts_slack_ns=-0.712
export IMPL_number_of_antenna_violations_at_the_first_check_in_global_routing=0
export IMPL_final_worst_setup_slack_ns=0.0803
export IMPL_detail_route_iter0_violations=53
export IMPL_hold_path_end="O"
export IMPL_post_drt_wl_per_cell_microns=11.2
export IMPL_ys_cells=99
export IMPL_slew_viol_final=0
export IMPL_synthesis_area_per_instance_sq_um=7.29
export IMPL_grtUsageTotal_pct=6.70
export IMPL_cp_required_ns=2.56
export IMPL_die_area_sq_um=6400
export IMPL_ir_worst_vdd_uv=36.9
export IMPL_fin_crit_ns=3.12
export IMPL_num_rows=21
export IMPL_synthDominantAreaCellType="sky130_fd_sc_hd__ha_1"
export IMPL_slew_limit_headroom_pct=71.4
export IMPL_run_status="finished, final reports clean"
export IMPL_crit_path_start_kind="input port"
export IMPL_gp_congestion=0.864
export IMPL_final_hold_violation_count=0
export IMPL_first_global_vias=899
export IMPL_finalSetupViolations=0
export IMPL_syn_inst=99
export IMPL_numPortBuffers=18
export IMPL_yosys_warnings=0
export IMPL_worstHoldPathType="in2out"
export IMPL_mostFrequentLayoutCell="sky130_fd_sc_hd__buf_4"
export IMPL_count_of_endpoints_without_a_timing_constraint=2
export IMPL_remaining_drc_errors=0
export IMPL_post_place_cells=186
export IMPL_route_antenna_remaining_nets=0
export IMPL_cellPowerDensity_nw_per_um2=158
export IMPL_synth_area_sq_um=722
export IMPL_floorplan_core_area_sq_um=3420
export IMPL_rsz0062_at_grt="yes"
export IMPL_number_of_detailed_route_iterations_in_the_first_pass=4
export IMPL_enable_flop_cells=0
export IMPL_leak_pwr_uw=0.000635
export IMPL_path_class="in2out"
export IMPL_number_of_logged_tool_warnings=42
export IMPL_die_w_microns=80
export IMPL_maximum_clock_frequency_mhz=321
export IMPL_postSynth_asyncResetShare_pct=0
export IMPL_hold_path_startpoint="A[3]"
export IMPL_path_max_fanout=3
export IMPL_num_io_pins=18
export IMPL_area_growth_syn_to_layout_pct=83.2
export IMPL_unclocked_pins=1
export IMPL_maxCapViolCount=0
export IMPL_global_route_wire_length_before_repair_mm=3.73
export IMPL_route_final_wire_length_mm=2.24
export IMPL_lay_top_cells="37 x sky130_fd_sc_hd__buf_4, 8 x sky130_fd_sc_hd__nand2_1, 7 x sky130_fd_sc_hd__inv_1, 7 x sky130_fd_sc_hd__ha_1, 7 x sky130_fd_sc_hd__dlygate4sd2_1"
export IMPL_placed_wire_length_estimate_mm=1.68
export IMPL_post_route_period_util_pct=97.5
export IMPL_final_instance_count_excl_fill=200
export IMPL_chipHeight_microns=80
export IMPL_via_count=868
export IMPL_synthDominantCellAreaShare_pct=20.8
export IMPL_largest_register_ff_count=1
export IMPL_global_route_overflow_total=0
export IMPL_least_margin_pin_slew_ns=0.418
export IMPL_synth_top_flop_cell="sky130_fd_sc_hd__dlxtp_1"
export IMPL_n_antenna_cell=0
export IMPL_critical_path_endpoint_type="primary output"
export IMPL_filler_cell_count=329
export IMPL_cp_arrival_ns=2.48
export IMPL_initial_standard_cell_utilization_of_the_core_pct=21.1
export IMPL_fin_worst_hold_slack_ns=1.80
routing by layer:
layer  vias up  share of wire, %  GRT usage (%)  wire (microns)
met2        12                46           11.7            1020
li1        454                 -              -               -
met4         0                 0          0.176               0
met3         0               4.9           1.14             109
met5         -                 0              0               0
met1       402                50           8.81            1110
synthesized netlist by cell type (2+ instances only):
master and instances:
sky130_fd_sc_hd__o21ai_1 3, sky130_fd_sc_hd__and2b_1 2, sky130_fd_sc_hd__buf_6 2, sky130_fd_sc_hd__buf_2 2, sky130_fd_sc_hd__nand3_1 2, sky130_fd_sc_hd__nor3_1 2, sky130_fd_sc_hd__inv_1 13, sky130_fd_sc_hd__nor2_1 5
sky130_fd_sc_hd__mux2i_1 3, sky130_fd_sc_hd__xnor2_1 2, sky130_fd_sc_hd__ha_1 12, sky130_fd_sc_hd__fa_1 2, sky130_fd_sc_hd__o21ai_0 6, sky130_fd_sc_hd__o2bb2ai_1 2, sky130_fd_sc_hd__buf_4 2, sky130_fd_sc_hd__a31oi_1 2
sky130_fd_sc_hd__a21oi_1 7, sky130_fd_sc_hd__nand2_1 8
report_power, final:
group	internal (uW)	leakage, uW	switching, uW	total [uW]
Sequential	1.18	0.00000786	0.102	1.28
Clock	0	0	0	0
Combinational	121	0.000627	86.8	208
how the worst max path moves through the flow:
stage	from	to	slack, ns	cells past startpoint
CTS	A[1]	Z	-0.04	11
global route	B[0]	Z	-0.02	11
finish	A[0]	Z	0.08	11
critical path, stage by stage:
cell	delay [ns]
sky130_fd_sc_hd__clkbuf_2	0.11
sky130_fd_sc_hd__ha_2	0.19
sky130_fd_sc_hd__inv_1	0.06
sky130_fd_sc_hd__fa_2	0.42
sky130_fd_sc_hd__xor2_2	0.16
sky130_fd_sc_hd__mux2i_1	0.09
sky130_fd_sc_hd__o221ai_1	0.23
sky130_fd_sc_hd__o21ai_2	0.09
sky130_fd_sc_hd__buf_4	0.14
sky130_fd_sc_hd__nor4_2	0.22
sky130_fd_sc_hd__buf_2	0.13
logic make-up after synthesis:
logic type      after synthesis  share of synthesized area [%]
compound gates               28                           24.8
xor+xnor                      4                           5.89
mux                           3                           4.16
fa+ha+maj                    14                           26.3
latches                       1                           2.08
simple gates                 30                           23.4
buf+inv                      19                           13.3
per-stage QoR:
stage	utilization, %	TNS (ns)	cell area, sq um	total power, uW
4_1_cts	37.7	-0.0443	1290	200
6_report	38.7	0	1320	209
3_5_place_dp	33.1	-3.14	1130	167
2_1_floorplan	-	0	722	85.8
3_3_place_gp	33.1	-3.14	1130	167
5_1_grt	38.7	-0.0196	1320	230
what timing repair did:
action / in CTS / in global routing
pin swaps: 15 / 12
resized: 46 / 11
hold buffers: 0 / 0
setup endpoints to repair: 6 / 4
setup buffers: 11 / 3
layout make-up:
type / count / area [sq um] / area share (%)
tap: 46 / 57.6 / 4.35
inverter: 13 / 48.8 / 3.69
sequential: 1 / 15.0 / 1.14
timing repair buffer: 61 / 487 / 36.8
multi-input combinational: 79 / 714 / 54.0
No activity file was given, so power comes from the tool's default toggle rates.
