<file path="/design/flow/design.v">
module shift_reg (
    input wire [7:0] din      ,
    input wire [2:0] shamt    ,
    input wire       LR       ,  
    input wire       AL       ,  
    output reg [7:0] dout     
);
    always @(*) begin
        case(shamt)
            3'b000: begin
                dout = din;
            end
            3'b001:
                case({LR, AL}) 
                    2'b00:      dout = {1'b0, din[7:1]};
                    2'b01:      dout = {din[7], din[7:1]};
                    default:    dout = {din[6:0], 1'b0};
                endcase
            3'b010:
                case({LR, AL}) 
                    2'b00:      dout = {2'b0, din[7:2]};
                    2'b01:      dout = {{2{din[7]}}, din[7:2]};
                    default:    dout = {din[5:0], 2'b0};
                endcase
            3'b011:
                case({LR, AL}) 
                    2'b00:      dout = {3'b0, din[7:3]};
                    2'b01:      dout = {{3{din[7]}}, din[7:3]};
                    default:    dout = {din[4:0], 3'b0};
                endcase
            3'b100:
                case({LR, AL}) 
                    2'b00:      dout = {4'b0, din[7:4]};
                    2'b01:      dout = {{4{din[7]}}, din[7:4]};
                    default:    dout = {din[3:0], 4'b0};
                endcase
            3'b101:
                case({LR, AL}) 
                    2'b00:      dout = {5'b0, din[7:5]};
                    2'b01:      dout = {{5{din[7]}}, din[7:5]};
                    default:    dout = {din[2:0], 5'b0};
                endcase
            3'b110:
                case({LR, AL}) 
                    2'b00:      dout = {6'b0, din[7:6]};
                    2'b01:      dout = {{6{din[7]}}, din[7:6]};
                    default:    dout = {din[1:0], 6'b0};
                endcase
            default:
                case({LR, AL}) 
                    2'b00:      dout = {7'b0, din[7]};
                    2'b01:      dout = {{7{din[7]}}, din[7]};
                    default:    dout = {din[0], 7'b0};
                endcase
        endcase
    end
endmodule
</file>
<file path="/design/flow/run.sh">
#!/bin/bash
# OpenROAD 26Q1-2900-gdf79404cd8, Yosys 0.63+post, stock flow scripts
make -C /OpenROAD-flow-scripts/flow DESIGN_CONFIG=/design/flow/config.mk WORK_HOME=/design/flow/orfs finish
</file>
<file path="/design/flow/config.mk">
export PLATFORM = sky130hd
export DESIGN_NAME = shift_reg
export DESIGN_NICKNAME = shift_reg
export VERILOG_FILES = /design/flow/design.v
export SDC_FILE = /design/flow/constraint.sdc
export NUM_CORES = 4
export LEC_CHECK = 1
export CORE_AREA = 10 10 72 72
export DIE_AREA = 0 0 82 82
</file>
<file path="/design/flow/constraint.sdc">
current_design shift_reg

set clk_period 1.6
set clk_io_pct 0.2

create_clock -name clk0 -period $clk_period

set non_clock_inputs [all_inputs -no_clocks]
set_input_delay [expr $clk_period * $clk_io_pct] -clock clk0 $non_clock_inputs
set_output_delay [expr $clk_period * $clk_io_pct] -clock clk0 [all_outputs]
</file>
==> impl_metrics.toml <==
# generated from flow reports
[status]
run_status = "complete, but fails checks"
violations = "negative setup slack"

[worst_setup_path]
timing.critical_path.slowest_stage_cell = "dlygate4sd2_1"
crit_type = "in2out"
required_ns = 1.28
timing.critical_path.max_delay_family = "buffers and inverters"
worstPathBufferInverterCount = 3
cp_max_fo = 8
worst_setup_path_start_kind = "input pin"
critical_path.cell_chain = "buf_4, buf_6, and2b_2, o21bai_1, nand4_1, and2_1, dlygate4sd2_1"
timing.critical_path.slowest_cell_delay_ns = 0.23
worstSetupEndpointType = "output pin"
arrival_ns = 1.54

[power]
power_switching_share_pct = 44.3
power.leakage_uw = 0.000695
pwr-share-clk_pct = 0
irDropWorstVdd_mv = 0.147
p_switching_uw = 195
p_int_uw = 245
seq_power_share_pct = 0
power-per-cell-area_nw_per_um2 = 275
share_comb_of_total_power_pct = 100.0

[timing]
final_critical_path_setup_slack_ns = -0.259
report.final.hold_viol_count = 0
rsz0062_at_grt = "yes"
tightestPinTransition_ns = 0.245
period_needed_ns = 1.86
finalCritPeriodShare_pct = 116
final-max-slew-violation-count = 0
final-setup-viol-count = 8
timing.max_slew.rel_slack_pct = 83.2
fmax_ghz = 0.538

[synthesis]
ys_seq_share_pct = 0
synthCells = 110
share_of_synthesized_cell_area_in_and_or_and_or_and_compound_cells_pct = 36.4
synthSimpleGateAreaFrac_pct = 29.4
post_synth.cell_area_avg_um2 = 7.43
yosys.cell_types.count = 50
ys_chip_area_um2 = 817
yosys_cells = 110
yosys-mux-area-fraction_pct = 17.9
largest_area_contributor_in_the_netlist = "buf_6"
ys_top_cells_by_count = "a21oi_1, nor2_1, buf_6, mux2i_1, o21ai_0"
synth_warnings = 1
synth.cell_area_um2 = 817
netlist.area_leader.share_pct = 8.27
synth.comb.largest_family = "AND-OR/OR-AND gates"
top_cells_area = "buf_6, mux2i_1, mux2_2, nand3b_1, a21oi_1"
post_synth_xor_area_fraction_pct = 0
synth-adder-area-share_pct = 0

[detailed_routing]
route.final.wire_length_mm = 3.92
detail_route.vias_per_cell = 5.54
vias = 1235
insertedDiodeCount = 0
wl_per_cell_um = 17.6
drt-pass1-iter-count = 4
drcViolationCount = 0
ant_nets = 0
detail_route.iter0.violations = 101

[global_routing]
track_usage_pct = 11.0
first_pass_grt_wire_length_mm = 6.11
grt_start_max_net_pins = 11
global_route.overflow_total = 0
antenna_found_initial = 0
number_of_global_route_vias_before_repair = 1267

[layout]
fin_util_pct = 43.4
n_clock_buffer = 0
fin_area_um2 = 1600
regArea_um2 = 0
layout-area-overhead-vs-synth_pct = 95.9
drive_above_1_share_pct = 67.4
nFlopsAndLatches = 0

[floorplanning]
floorplan.rows = 22
initial_utilization_pct = 22.2
floorplan.io_pins = 21
dieHeight_um = 82
chip_footprint_um2 = 6720
die_x_um = 82
coreArea_um2 = 3690

[job]
max_cap_viol_count = 0
warning_count = 34

[hold_path]
classification_of_the_worst_slack_hold_path = "in2out"

[place]
dpl-instance-area_um2 = 1260
dpl_worst_slack_ns = -0.947
detailed_placement_hpwl_mm = 2.35
place_congestion = 0.979
io_buffers = 21

[clock_network]
post_cts_hold_buffer_count = 0
what timing repair did:
item | 4_1_cts | 5_1_grt
gates cloned | 2 | 0
buffers inserted | 17 | 0
pin swaps | 26 | 9
gates resized | 125 | 18
setup endpoints to repair | 8 | 8
kinds of logic (layout without fill, tap and decap cells):
| logic type | Yosys count | count (layout) |
|---|---|---|
| and+or+nand+nor | 39 | 39 |
| muxes | 12 | 12 |
| buffers and inverters | 16 | 81 |
| AOI/OAI and AO/OA | 43 | 43 |
worst paths after layout:
kind,from,endpoint,cells past startpoint
worst max-delay path,LR,dout[0],7
worst min-delay path,din[7],dout[7],3
metal layers:
layer / track usage, % / part of all wire [%]
met1: 15.9 / 46
met2: 17.8 / 46
met3: 0.991 / 6.9
met4: 1.19 / 1.1
met5: 0 / 0
stage by stage:
stage | setup TNS [ns] | std cells | hold WS (ns) | total power, µW
6_report | -1.32 | 223 | 1.02 | 440
5_1_grt | -1.67 | 223 | 1.07 | 469
4_1_cts | -1.14 | 223 | 1.03 | 398
3_5_place_dp | -7.30 | 204 | 1.82 | 334
3_3_place_gp | -7.43 | 204 | 1.83 | 338
2_1_floorplan | 0 | 110 | 0.762 | 167
cells in the final DEF (no fill, tap or decap), types with 2 or more instances in the layout:
master and n:
a211oi_2 2, a21o_1 2, a21oi_1 5, a21oi_2 2
a31oi_1 2, a32oi_1 2, and2_1 2, and2b_2 2
buf_12 2, buf_2 12, buf_4 44, buf_6 13
buf_8 3, inv_1 2, mux2_2 3, mux2_4 2
mux2i_1 6, nand2_1 4, nand3b_1 5, nor2_1 3
nor2_2 3, o211ai_1 3, o21ai_1 6, o21ai_2 2
o22ai_2 2
power by group through the flow:
stage     combinational (µW)  sequential, µW  clock, µW
4_1_cts                  398               0          0
5_1_grt                  469               0          0
6_report                 440               0          0
area by class of cell:
| class | instances | area (µm²) |
|---|---|---|
| fill | 345 | 2090 |
| multi-input combinational | 94 | 850 |
| timing repair buffer | 78 | 679 |
| tap | 48 | 60.1 |
| inverter | 3 | 11.3 |
tightest hold or removal path, cell delays in order:
cell and delay, ns:
buf_2 0.17, a21o_1 0.13, buf_2 0.08
Power is estimated from default activity; no workload was simulated.
